$ cat design/flow/config.mk
export PLATFORM = sky130hd
export DESIGN_NAME = clk_divide
export DESIGN_NICKNAME = clk_divide
export VERILOG_FILES = /design/flow/design.v
export SDC_FILE = /design/flow/constraint.sdc
export NUM_CORES = 4
export LEC_CHECK = 1
export CORE_AREA = 10 10 91 91
export DIE_AREA = 0 0 101 101
$ cat design/flow/run.sh
#!/bin/bash
# OpenROAD 26Q1-2900-gdf79404cd8, Yosys 0.63+post, stock flow scripts
make -C /OpenROAD-flow-scripts/flow DESIGN_CONFIG=/design/flow/config.mk WORK_HOME=/design/flow/orfs finish
$ cat design/flow/constraint.sdc
current_design clk_divide

set clk_period 5.0
set clk_io_pct 0.2

create_clock -name clk0 -period $clk_period [get_ports {c}]

set non_clock_inputs [all_inputs -no_clocks]
set_input_delay [expr $clk_period * $clk_io_pct] -clock clk0 $non_clock_inputs
set_output_delay [expr $clk_period * $clk_io_pct] -clock clk0 [all_outputs]
$ cat design/flow/design.v
`timescale 1ns / 1ps
module clk_divide(c,o,count,reset);
input c,reset;
output reg o;
output reg [24:0] count;
always @ (negedge c)
begin
if(reset)
 begin
  count <= 0;
  o<=0;
 end
 else begin
  if(count==25'd25000000)
  begin
   o <= ~o;
	count <=25'd0;
  end
  else
  begin  
  count <= count + 1;
  end
 end
end
endmodule
==> impl_metrics.csv <==
group,metric,value,unit
critical_path,path_buffers,1,
detailed_routing,routed_via_density,4.31,
power,power_leakage,0.627,nW
detailed_routing,post-route-drc-count,0,
sta,rsz0062_at_grt,"no",
sta,fin_setup_tns,0,ns
critical_path,path_class,"reg -> out",
yosys,ys_ff,26,
clocking,clock_path_buffers,2,
flow_run,maxCapViolCount,0,
detailed_routing,drtAntennaViolNets,0,
sta,clock_skew,0.0149,ns
global_route,grt_pass1_wl,5090,um
sta,setup_viol,0,
floorplan,chip_area,10200,um2
yosys,postSynthCellCount,144,
yosys,synth_area,1220,um2
clocking,cts_tree,"yes",
layout,drive_gt1_share,4.57,%
yosys,synth_cell_types,28,
critical_path,critPathMaxFanout,7,
power,peakVddDrop,0.187,mV
layout,design_area,1710,um2
floorplan,die_w,101,um
clocking,clk_latency,0.35,ns
yosys,yosysWarnings,1,
clocking,cts_hold_buf,0,
detailed_routing,dr.first_iter.drc_count,68,
global_route,grt_pass1_vias,1118,
sta,hold_violations,0,
flow_run,warnings,52,
critical_path,crit_chain,"clkdlybuf4s50_1",
yosys,ys_seq_share,42.6,%
floorplan,fp-row-count,29,
critical_path,start_kind,"flop",
global_route,antenna_found_initial,0,
yosys,syn_area_per_cell,8.49,um2
critical_path,crit_slowest_cell,"clkdlybuf4s50_1",
run_status,outcome,"finished, final reports clean",
sta,timing.slew.headroom,78.3,%
floorplan,io_pins,28,
clocking,root_buffer,"clkbuf_8",
clocking,cts_sinks,26,
critical_path,critPathRequiredTime,4.00,ns
critical_path,reg2reg_slack,2.84,ns
clocking,cts_setup_buffers,0,
placement,place.port_buffers,27,
sta,maxSlewViolCount,0,
yosys,yosys.stat.chipArea,1220,um2
critical_path,cp_top_family,"buffers and inverters",
layout,syn_to_final_growth,40.1,%
clocking,clk_pin_slew,0.03,ns
detailed_routing,drt-wirelength-per-cell,11.6,um
critical_path,cp_data_arrival_time,3.83,ns
layout,final_cell_mix,"inv_1, clkdlybuf4s50_1, dfxtp_1, nor2_1, a21oi_1",
global_route,grt_max_degree,26,
placement,gp_congestion,0.768,
sta,worst_slew_pin_slew,0.321,ns
clocking,post_cts_resized,0,
min_path,hold_path.class,"reg -> reg",
floorplan,die_height,101,um
critical_path,slowest_delay,0.53,ns
detailed_routing,num_vias,1181,
detailed_routing,first_pass_iters,4,
clocking,numCtsBuffers,3,
yosys,yosys_cells,144,
detailed_routing,finalWirelength,3180,um
power,cellPowerDensity,248,nW/um2
global_route,grt_use_total,6.09,%
critical_path,end_kind,"output port",
placement,post-dp-hpwl,2310,um
detailed_routing,n_antenna_cell,0,
global_route,grt_overflow,0,
floorplan,fp_util,19.3,%
clocking,h-tree-depth,1,
placement,placed_cell_area,1570,um2
layout,layout.cells.most_common,"inv_1",
floorplan,core_area,6350,um2
-- through the flow --
step	cells	hold slack (ns)	util (%)	total power, W	setup slack, ns
after floorplan	144	0.439	-	0.000256	0.814
after global placement	245	0.464	24.8	0.000264	0.417
after detailed placement	245	0.478	24.8	0.000264	0.420
after CTS	274	0.483	27.0	0.000437	0.141
after global routing	274	0.509	27.0	0.000459	0.0973
final	274	0.476	27.0	0.000425	0.165
-- layer usage --
layer  vias up  global-route usage (%)  routed length (um)
met4         0                    2.25                  21
met5         -                       0                   0
li1        625                       -                   -
met3         2                    4.09                 366
met1       523                    7.46                1480
met2        31                    8.26                1320
-- synthesized netlist by cell type --
| library cell | n | area share (%) |
|---|---|---|
| nand4_1 | 3 | 1.5 |
| nor4b_1 | 2 | 1.4 |
| inv_1 | 7 | 2.1 |
| and3_1 | 2 | 1.0 |
| buf_2 | 1 | 0.41 |
| nand4_2 | 2 | 2.0 |
| and4_1 | 1 | 0.72 |
| xor2_1 | 4 | 2.9 |
| o21bai_1 | 1 | 0.61 |
| xnor2_1 | 8 | 5.7 |
| or4_4 | 1 | 0.92 |
| o21ai_0 | 9 | 3.7 |
| nand2_1 | 8 | 2.5 |
| and2_1 | 2 | 1.0 |
| dfxtp_1 | 26 | 43 |
| nor2_1 | 17 | 5.2 |
| or4_1 | 5 | 3.1 |
| nand3_1 | 9 | 3.7 |
| nor3_1 | 2 | 0.82 |
| or3_1 | 9 | 4.6 |
| buf_6 | 1 | 0.92 |
| a21oi_1 | 12 | 4.9 |
| nor4_1 | 3 | 1.5 |
| o31ai_1 | 3 | 1.8 |
| nand3_2 | 1 | 0.82 |
| clkbuf_1 | 2 | 0.61 |
| and3b_1 | 1 | 0.72 |
| ha_1 | 2 | 2.0 |
-- path summary, 6_finish.rpt --
| kind | start | endpoint | depth (start not counted) |
|---|---|---|---|
| max | count[2] | count[2] | 1 |
| min | o | o | 2 |
| max reg2reg | count[0] | count[20] | 5 |
| min reg2reg | o | o | 2 |
-- cell families (layout without fill, tap and decap cells) --
family                   Yosys count  count (layout)  share of synthesized area (%)
flip-flops                        26              26                           42.6
XOR/XNOR                          12              12                           8.60
AND-OR/OR-AND                     25              25                           11.1
buffers and inverters             11              64                           4.09
adder cells (fa/ha/maj)            2               2                           2.05
AND/OR/NAND/NOR                   68              68                           31.6
-- sequential cells by signal, summed over array words and instances, names as in the netlist --
name / cells
count: 25
o: 1
-- final cells by class --
cell class                      instances  area (um2)
Fill cell                             668        4640
Tap cell                               77        96.3
Clock inverter                         27         103
Sequential cell                        26         520
Timing Repair Buffer                   28         278
Inverter                                6        22.5
Multi-Input combinational cell        107         652
Clock buffer                            3        41.3
-- report_power, final --
part | total [W] | internal (W) | switching, W
Sequential | 0.000214 | 0.000211 | 0.00000320
Combinational | 0.0000134 | 0.00000690 | 0.00000646
Clock | 0.000198 | 0.0000824 | 0.000116
Total | 0.000425 | 0.000300 | 0.000125
No activity file was given, so power comes from the tool's default toggle rates.
